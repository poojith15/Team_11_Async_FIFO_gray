==> ./run.sh <==
#!/bin/bash
# OpenROAD 26Q1-2900-gdf79404cd8, Yosys 0.63+post, stock flow scripts
make -C /OpenROAD-flow-scripts/flow DESIGN_CONFIG=/design/flow/config.mk WORK_HOME=/design/flow/orfs finish
==> ./config.mk <==
export PLATFORM = sky130hd
export DESIGN_NAME = async_fifo
export DESIGN_NICKNAME = async_fifo
export VERILOG_FILES = /design/flow/design.v
export SDC_FILE = /design/flow/constraint.sdc
export NUM_CORES = 4
export LEC_CHECK = 1
export CORE_AREA = 10 10 72 72
export DIE_AREA = 0 0 82 82
==> ./constraint.sdc <==
current_design async_fifo

set clk_period 2.0
set clk_io_pct 0.2

create_clock -name clk0 -period $clk_period [get_ports {clk_r}]
create_clock -name clk1 -period $clk_period [get_ports {clk_w}]

set non_clock_inputs [all_inputs -no_clocks]
set_input_delay [expr $clk_period * $clk_io_pct] -clock clk0 $non_clock_inputs
set_output_delay [expr $clk_period * $clk_io_pct] -clock clk0 [all_outputs]
==> ./design.v <==
module async_fifo(clk_w,clk_r,rst,wr_en,wdata,full,overflow,rd_en,rdata,empty,underflow);
parameter WIDTH=16;
parameter DEPTH=16;
input clk_w,clk_r,rst,wr_en,rd_en;
input [WIDTH-1:0]wdata;
output reg full,empty,underflow,overflow;
output reg [WIDTH-1:0]rdata;
reg [WIDTH-1:0]mem[DEPTH-1:0];
reg [3:0] wptr,rptr;
reg [3:0] wptr_g,rptr_g;
reg wr_toggle,rd_toggle;
reg [3:0] wptr_rd_clk,rptr_wr_clk;
reg rd_toggle_wr_clk,wr_toggle_rd_clk;
integer i;
always @(posedge clk_w)begin
if(rst==1)begin
	underflow=0;
	overflow=0;
	rdata=0;
	wr_toggle=0;
	rd_toggle=0;
	wptr=0;
	rptr=0;
	wptr_rd_clk=0;
	rptr_wr_clk=0;
	rd_toggle_wr_clk=0;
	wr_toggle_rd_clk=0;
	rptr_g=0;
	wptr_g=0;
	for(i=0;i<DEPTH;i=i+1) begin
		mem[i]=0;
	end
end
else begin
	if(wr_en==1)begin
		if(full==0)begin
			mem[wptr]=wdata;
			if(wptr==DEPTH-1) wr_toggle=~wr_toggle;
			wptr=wptr+1;
			wptr_g=b2g(wptr);
		end
		else begin
			overflow=1;
		end
	end
end
end
always @(posedge clk_r)begin
if(rst==0)begin
	if(rd_en==1)begin
		if(empty==0) begin
			rdata=mem[rptr];
			if(rptr==DEPTH-1) rd_toggle=~rd_toggle;
			rptr=rptr+1;
			rptr_g=b2g(rptr);
		end
		else begin 
			underflow=1;
		end
	end
end
end
always @(posedge clk_r) begin
	wptr_rd_clk <= wptr_g;
	wr_toggle_rd_clk <= wr_toggle;
end
always @(posedge clk_w) begin
	rptr_wr_clk <= rptr_g;
	rd_toggle_wr_clk <= rd_toggle;
end
assign full=(wptr_g==rptr_wr_clk && wr_toggle != rd_toggle_wr_clk) ? 1'b1 : 1'b0;
assign empty=(wptr_rd_clk==rptr_g && wr_toggle_rd_clk == rd_toggle) ? 1'b1 : 1'b0;
function reg [3:0] b2g(input reg[3:0] a);
begin
	b2g[3]=a[3];
	b2g[2]=a[3]^a[2];
	b2g[1]=a[2]^a[1];
	b2g[0]=a[1]^a[0];
end
endfunction
endmodule
==> summary.txt <==
Figures from the flow reports.

Yosys:
- Per the synthesis report, the single largest cell type by area occupies 28.9% of cell area.
- The run puts the number of standard cells reported by yosys at 71.
- dfxtp_1 takes more of the synthesized area than any other cell.
- Sequential elements use 28.9% of the synthesized area.
- The run gives the number of standard cells after synthesis as 71.
- The run puts the post-synth design cell area at 623 sq um.
- The run gives the count of cell types in the netlist as 26.
- The run gives the chip area in the Yosys report as 623 sq um.
- Warnings reported by Yosys during synthesis add up to 70.
- The run puts the flip-flop and latch count after synthesis at 9.
- The synthesis report lists the most area-consuming cells as dfxtp_1, buf_4, xnor2_1.
- Averaged over all synthesized cells, the footprint is 8.78 sq um.

Final timing:
- The run puts the max-slew violation count at 0.
- The run puts the number of failing hold endpoints at the final stage at 0.
- The run puts the worst clock skew on the final layout at 0.00374 ns.
- The run puts the setup total negative slack at 0 ns.
- The run puts the final worst-path setup slack at 0.169 ns.
- The run gives the number of setup violations in the final report as 0.
- Setup repair after global routing left no endpoint under its margin.

Run:
- The run gives the tally of OpenROAD warnings as 44.
- The run gives the number of maximum-capacitance constraint violations as 0.

Layout:
- The run gives the number of fill cells as 411.
- The multi-input combinational cells in the finished layout cover a total of 352 sq um.
- The run gives the ratio of cells with drive above 1 in the final layout as 14.1%.
- Once layout is complete, the utilization of the core stands at 19.3%.
- The run gives the filler-free cell count of the finished design as 126.
- The run gives the final instance area as 711 sq um.
- Registers take 181 sq um.
- The run puts the area overhead of the layout relative to synthesis at 14.1%.
- By instance count after routing, the leading logic cell type is conb_1.
- In the layout the commonest cells are conb_1, dfxtp_1, nor2_1.

GRT:
- The run puts the overall overflow remaining after global route at 0.
- The run puts the first-pass GRT wire length at 1.97 mm.
- The run puts the via count of the first global-routing pass at 427.
- The run gives the largest net degree at the start of global routing as 14.
- The run puts the number of antenna violations at the first check in global routing at 0.
- Total global-route track usage over all layers is 3.62%.

Power:
- Summed over all cells, the static leakage comes to 0.000291 uW.
- The run gives the maximum vdd ir drop as 0.588 mV.
- The run gives the power density over the cells as 656 nW/um^2.

Min path:
- The run gives the start point of the worst hold path as overflow.
- In the hold timing report, the worst path depth is 2.
- The worst hold path terminates at overflow.
- STA reports the tightest min-delay check as being of type reg2reg.

CTS:
- The run gives the TritonCTS buffer count as 3.
- Looking at the clock tree report, the maximum root-to-sink buffer count equals 2.
- The run puts the register clock-pin slew on the reported worst setup and hold paths at 0.05 ns.
- The run puts the number of H-tree levels at 1.
- The run gives the CTS root buffer as clkbuf_8.
- The run gives the TritonCTS clock tree as built.
- The run gives the post-CTS setup repair buffer count as 0.
- The run puts the total number of clock tree sinks at 9.

Drt:
- The run puts the remaining number of nets flagged by the antenna check after routing at 0.
- The run gives the count of unresolved DRC violations after routing as 0.
- The run puts the routed wirelength normalized by instance count at 8.90 um.
- The run puts the via count of the routed design at 414.
- In the log, the iteration count for the first detailed-route pass is 4.
- In the post-route report, total wirelength is listed as 1.12 mm.
- The routed design shows a via density per instance of 3.29.
- The run gives the antenna diode instance count as 0.
- The run puts the violation tally from detailed-route iteration zero at 14.

Placed design:
- The count of buffers added on input and output ports is 4.
- The run gives the cell area reported after detailed placement as 663 sq um.
- The run gives the cell count after placement as 122.
- Logged for this run, the post-placement worst setup slack is 0.129 ns.
- Detailed placement ended at an HPWL of 894 um.
- The run puts the weighted congestion at the end of routability-driven global placement at 0.695.

Floorplan:
- The run gives the core utilization at floorplan as 16.9%.
- The run gives the vertical die dimension as 82 um.
- The run gives the core area as 3690 sq um.
- The run gives the count of boundary I/O pins as 41.
- The run gives the number of placement rows as 22.
- According to the floorplan report, the total die area is 6720 sq um.
- The die is 82 um wide.

Critical path:
- The worst setup path is captured at a primary output.
- The worst setup path is launched from a register.
- The run puts the largest fanout on the critical path at 3.
- The run gives the required time of the worst setup path as 1.60 ns.
- The worst register-to-register path begins at wptr_g[1].
- The worst register-to-register path ends at wptr[2].
- The worst register-to-register path has a setup slack of 0.39 ns.
- The run puts the path depth of the worst reg2reg path at 4.
- The run gives the critical path data arrival time as 1.43 ns.
- The run gives the type of the worst setup path as reg2out.

Run status:
- The run finished with clean final reports.
cell type report:
cell class / count / area share, %
Clock buffer: 4 / 6.34
Multi-Input combinational cell: 55 / 49.5
Sequential cell: 9 / 25.5
Tap cell: 48 / 8.45
Timing Repair Buffer: 7 / 8.63
Inverter: 3 / 1.58
worst max-delay path by stage:
| stage | startpoint | end | cells after the start | slack [ns] |
|---|---|---|---|---|
| final | wptr_g[1] | full | 3 | 0.17 |
| after CTS | wptr_g[1] | full | 3 | 0.15 |
| after global routing | wptr_g[1] | full | 3 | 0.1 |
worst max-delay path, stage by stage (launching register included):
cell	delay, ns
dfxtp_2	0.33
or4b_4	0.54
nor2_2	0.11
dlygate4sd2_1	0.21
cell usage after synthesis:
library cell / instances
buf_4: 18
dfxtp_1: 9
nor2_1: 5
inv_1: 3
nand2b_1: 3
nor2b_1: 3
xnor2_1: 3
xor2_1: 3
a21oi_1: 2
clkbuf_1: 2
conb_1: 2
mux2_1: 2
nand4_1: 2
o32ai_1: 2
a211o_1: 1
a21boi_0: 1
a21boi_1: 1
a31oi_1: 1
ha_1: 1
mux2i_1: 1
nand2_1: 1
nor4b_2: 1
o211ai_1: 1
o211ai_2: 1
o21ai_1: 1
or4b_4: 1
what timing repair did:
action | in CTS | in global routing
resized | 3 | 0
hold buffers | 0 | 0
endpoints found under the setup margin | 1 | 0
logic make-up (layout without fill, tap and decap cells):
logic type | Yosys count | count (layout) | synth area share (%)
compound gates | 11 | 11 | 13.3
xor+xnor | 6 | 6 | 8.44
fa+ha+maj | 1 | 1 | 2.01
buf+inv | 23 | 14 | 24.7
flops | 9 | 9 | 28.9
mux | 3 | 3 | 5.22
other cells | 2 | 18 | 1.21
simple gates | 16 | 16 | 16.3
flip-flops by register name, summed over array words and instances (netlist names):
register   count
overflow       1
wr_toggle      1
wptr           3
wptr_g         4
metal layers:
layer | GRT usage [%] | up-vias | part of all wire [%]
met4 | 0.170 | 0 | 0
met2 | 5.41 | 13 | 43
met5 | 0 | - | 0
met1 | 4.74 | 184 | 50
li1 | - | 217 | -
met3 | 1.98 | 0 | 7.1
power by group:
group | switching, uW | internal, uW | leakage [uW] | total [uW]
clock | 73.3 | 139 | 0.0000228 | 212
combinational | 25.7 | 26.3 | 0.000194 | 52.0
sequential | 12.0 | 190 | 0.0000737 | 202
through the flow:
| step | power [uW] | hold slack, ns |
|---|---|---|
| 5_1_grt | 490 | 0.498 |
| 3_3_place_gp | 257 | 0.469 |
| 2_1_floorplan | 265 | 0.413 |
| 4_1_cts | 472 | 0.478 |
| 6_report | 466 | 0.468 |
| 3_5_place_dp | 257 | 0.462 |
Power figures rest on the tool's default switching activity, not on a simulated workload.
